==> flow/design.v <==
typedef enum logic[3:0]{  
   F_A           = 4'b0000,
   F_A_PLUS_1    = 4'b0001,
   F_A_PLUS_B    = 4'b0010,
   F_A_PLUS_B_1  = 4'b0011,
   F_A_MINUS_B_1 = 4'b0100,
   F_A_MINUS_B   = 4'b0101,
   F_A_MINUS_1   = 4'b0110,
   F_B           = 4'b0111,
   F_A_NOT       = 4'b1000,
   F_A_AND_B     = 4'b1001,
   F_A_OR_B      = 4'b1010,
   F_A_XOR_B     = 4'b1011,
   F_A_SHL       = 4'b1100,
   F_A_ROL       = 4'b1101,
   F_A_LSHR      = 4'b1110,
   F_A_ASHR      = 4'b1111,
   F_UNDEF       = 4'bxxxx
   } alu_op_t;  
typedef enum logic [1:0]{  
   MUX_REG       = 2'b00,
   MUX_SP        = 2'b01,
   MUX_PC        = 2'b10,
   MUX_MDR       = 2'b11,
   MUX_UNDEF     = 2'bxx
} alu_mux_t;  
typedef enum logic [2:0]{  
   DEST_REG      = 3'b000,
   DEST_SP       = 3'b001,
   DEST_PC       = 3'b010,
   DEST_MDR      = 3'b011,
   DEST_MAR      = 3'b100,
   DEST_IR       = 3'b101,
   DEST_NONE     = 3'b111,
   DEST_UNDEF    = 3'bxxx
} dest_sel_t;  
typedef enum logic{  
   MEM_RD        = 1'b0,
   NO_RD         = 1'b1
} rd_cond_code_t;  
typedef enum logic{  
   MEM_WR        = 1'b0,
   NO_WR         = 1'b1
} wr_cond_code_t;  
typedef enum logic{  
   LOAD_CC       = 1'b0,
   NO_LOAD       = 1'b1
} cond_code_t;  
typedef enum logic [9:0] {
   FETCH  = 10'b00_0000_0000,
   FETCH1 = 10'b00_0000_0001,
   FETCH2 = 10'b00_0000_0010,
   DECODE = 10'b00_0000_0100,
   STOP   = 10'b00_1100_0000,
   STOP1  = 10'b00_1100_0001,
   MOV    = 10'b00_1110_1000,
   LDA    = 10'b00_0001_0000,
   LDA1   = 10'b00_0001_0001,
   LDA2   = 10'b00_0001_0010,
   LDA3   = 10'b00_0001_0011,
   LDA4   = 10'b00_0001_0100,
   LDR    = 10'b00_0010_0000,
   LDR1   = 10'b00_0010_0001,
   LDR2   = 10'b00_0010_0010,
   LDI    = 10'b00_0011_0000,
   LDI1   = 10'b00_0011_0001,
   LDI2   = 10'b00_0011_0010,
   STA    = 10'b00_0001_1000,
   STA1   = 10'b00_0001_1001,
   STA2   = 10'b00_0001_1010,
   STA3   = 10'b00_0001_1011,
   STA4   = 10'b00_0001_1100,
   STR    = 10'b00_0010_1000,
   STR1   = 10'b00_0010_1001,
   STR2   = 10'b00_0010_1010,
   BRW    = 10'b00_1100_0110,
   BRA    = 10'b00_1010_0000,
   BRA1   = 10'b00_1010_0001,
   BRA2   = 10'b00_1010_0010,
   BRN    = 10'b00_1011_0000,
   BRN1   = 10'b00_1011_0001,
   BRN2   = 10'b00_1011_0010,
   BRN3   = 10'b00_1011_0011,
   BRZ    = 10'b00_1010_1000,
   BRZ1   = 10'b00_1010_1001,
   BRZ2   = 10'b00_1010_1010,
   BRZ3   = 10'b00_1010_1011,
   BRC    = 10'b01_0010_0000,
   BRC1   = 10'b01_0010_0001,
   BRC2   = 10'b01_0010_0010,
   BRC3   = 10'b01_0010_0011,
   BRV    = 10'b00_1011_1000,
   BRV1   = 10'b00_1011_1001,
   BRV2   = 10'b00_1011_1010,
   BRV3   = 10'b00_1011_1011,
   ADD    = 10'b00_0011_1000,
   SUB    = 10'b00_0100_0000,
   INCR   = 10'b00_0101_0000,
   DECR   = 10'b00_0101_1000,
   NEG    = 10'b00_0100_1000,
   NEG1   = 10'b00_0100_1001,
   AND    = 10'b00_0110_1000,
   NOT    = 10'b00_0110_0000,
   OR     = 10'b00_0111_0000,
   XOR    = 10'b00_0111_1000,
   CMI    = 10'b01_0001_0000,
   CMI1   = 10'b01_0001_0001,
   CMI2   = 10'b01_0001_0010,
   CMR    = 10'b01_0001_1000,
   ASHR   = 10'b00_1001_1000,
   LSHL   = 10'b00_1000_0000,
   LSHR   = 10'b00_1001_0000,
   ROL    = 10'b00_1000_1000,
   JSRW   = 10'b00_1100_0100,
   RTNW   = 10'b00_1100_0101,
   JSR    = 10'b00_1101_1000,
   JSR1   = 10'b00_1101_1001,
   JSR2   = 10'b00_1101_1010,
   JSR3   = 10'b00_1101_1011,
   JSR4   = 10'b00_1101_1100,
   JSR5   = 10'b00_1101_1101,
   LDSF   = 10'b01_0000_0000,
   LDSF1  = 10'b01_0000_0001,
   LDSF2  = 10'b01_0000_0010,
   LDSF3  = 10'b01_0000_0011,
   LDSF4  = 10'b01_0000_0100,
   LDSP   = 10'b00_1111_0000,
   POP    = 10'b00_1101_0000,
   POP1   = 10'b00_1101_0001,
   POP2   = 10'b00_1101_0010,
   PUSH   = 10'b00_1100_1000,
   PUSH1  = 10'b00_1100_1001,
   PUSH2  = 10'b00_1100_1010,
   RTN    = 10'b00_1110_0000,
   RTN1   = 10'b00_1110_0001,
   RTN2   = 10'b00_1110_0010,
   STSF   = 10'b01_0000_1000,
   STSF1  = 10'b01_0000_1001,
   STSF2  = 10'b01_0000_1010,
   STSF3  = 10'b01_0000_1011,
   STSF4  = 10'b01_0000_1100,
   STSP   = 10'b00_1111_1000,
   ADDSP  = 10'b00_0011_1100,
   ADDSP1 = 10'b00_0011_1101,
   ADDSP2 = 10'b00_0011_1110,
   UNDEF  = 10'bxx_xxxx_xxxx
} opcode_t;
typedef struct packed 
{
   alu_op_t alu_op;
   alu_mux_t srcA;
   alu_mux_t srcB;
   dest_sel_t dest;
   cond_code_t lcc_L;
   rd_cond_code_t re_L;
   wr_cond_code_t we_L;
} controlPts;
module memory256x16
  (input  logic          clock, enable,
   input  wr_cond_code_t we_L,
   input  rd_cond_code_t re_L,
   inout  [15:0]   data,
   input  logic  [7:0]   address);
  logic [15:0] mem [8'hFF:8'h00];
  assign data = (enable & (re_L == MEM_RD)) ? mem[address] : 16'bz;
  always_ff @(posedge clock)
    if (enable & (we_L == MEM_WR))
      mem[address] <= data;
endmodule : memory256x16
module memory256x16_program
  (input  logic          clock, enable,
   input  wr_cond_code_t we_L,
   input  rd_cond_code_t re_L,
   inout   [15:0]   data,
   input  logic  [7:0]   address);
  logic [15:0] mem [8'hFF:8'h00];
  assign data = (enable & (re_L == MEM_RD)) ? mem[address] : 16'bz;
  always @(posedge clock)
    if (enable & (we_L == MEM_WR))
      mem[address] <= data;
  initial $readmemh("memory.hex", mem);
endmodule : memory256x16_program
module tridrive #(parameter WIDTH = 16) (
   input  [WIDTH-1:0] data,
   output [WIDTH-1:0] bus,
   input  en_L);
   assign bus = (~en_L)? data: 'bz;
endmodule
module mux4to1 #(parameter WIDTH = 16) (
   input [WIDTH-1:0]      inA,
   input [WIDTH-1:0]      inB,
   input [WIDTH-1:0]      inC,
   input [WIDTH-1:0]      inD,
   output logic [WIDTH-1:0] out,
   input alu_mux_t sel);
   always_comb
     case(sel)
       MUX_REG: out = inA;
       MUX_SP: out = inB;
       MUX_PC: out = inC;
       MUX_MDR: out = inD;
       default: out = 'bx;
     endcase
endmodule
module mux8to1 #(parameter WIDTH = 16) (
   input  logic [WIDTH-1:0] inA, inB, inC, inD, inE, inF, inG, inH,
   output logic [WIDTH-1:0] out,
   input  logic [2:0] sel);
   always_comb
     case(sel)
       'b000: out = inA;
       'b001: out = inB;
       'b010: out = inC;
       'b011: out = inD;
       'b100: out = inE;
       'b101: out = inF;
       'b110: out = inG;
       'b111: out = inH;
       default: out = 'bx;
     endcase
endmodule : mux8to1
module mux32to1 #(parameter WIDTH = 16) (
   input  logic [WIDTH*32-1:0] bundle,
   output logic [WIDTH-1:0] out,
   input  logic [4:0] sel);
   logic [15:0] pr31,pr30,pr29,pr28,pr27,pr26,pr25,
    pr24,pr23,pr22,pr21,pr20,pr19,pr18,
    pr17,pr16,pr15,pr14,pr13,pr12,pr11,
    pr10,pr9,pr8,pr7,pr6,pr5,pr4,pr3,pr2,pr1,pr0;
    assign {pr31,pr30,pr29,pr28,pr27,pr26,pr25,
    pr24,pr23,pr22,pr21,pr20,pr19,pr18,
    pr17,pr16,pr15,pr14,pr13,pr12,pr11,
    pr10,pr9,pr8,pr7,pr6,pr5,pr4,pr3,pr2,pr1,pr0} = bundle;
   always_comb
     case(sel)
       5'd0: out = pr0;
       5'd1: out = pr1;
       5'd2: out = pr2;
       5'd3: out = pr3;
       5'd4: out = pr4;
       5'd5: out = pr5;
       5'd6: out = pr6;
       5'd7: out = pr7;
       5'd8: out = pr8;
       5'd9: out = pr9;
       5'd10: out = pr10;
       5'd11: out = pr11;
       5'd12: out = pr12;
       5'd13: out = pr13;
       5'd14: out = pr14;
       5'd15: out = pr15;
       5'd16: out = pr16;
       5'd17: out = pr17;
       5'd18: out = pr18;
       5'd19: out = pr19;
       5'd20: out = pr20;
       5'd21: out = pr21;
       5'd22: out = pr22;
       5'd23: out = pr23;
       5'd24: out = pr24;
       5'd25: out = pr25;
       5'd26: out = pr26;
       5'd27: out = pr27;
       5'd28: out = pr28;
       5'd29: out = pr29;
       5'd30: out = pr30;
       5'd31: out = pr31;
       default: out = 'bx;
     endcase
endmodule : mux32to1
module demux #(parameter OUT_WIDTH = 8, IN_WIDTH = 3, DEFAULT = 0)(
   input                      in,
   input [IN_WIDTH-1:0]       sel,
   output logic [OUT_WIDTH-1:0] out);
   always_comb begin
      out = (DEFAULT==0)?'b0:(~('b0));
      out[sel] = in;
   end
endmodule
module register #(parameter WIDTH = 16) (
   output logic [WIDTH-1:0] out,
   input [WIDTH-1:0]      in,
   input                  load_L,
   input                  clock,
   input                  reset_L);
   always_ff @ (posedge clock, negedge reset_L) begin
      if(~reset_L)
         out <= 'h0000;
      else if (~load_L)
         out <= in;
   end
endmodule
module HEXtoSevenSegment
  (input  logic [3:0] hex,
   output logic [6:0] segment);
  always_comb
    case (hex)
      4'h0: segment = 7'b1000000;
      4'h1: segment = 7'b1111001;
      4'h2: segment = 7'b0100100;
      4'h3: segment = 7'b0110000;
      4'h4: segment = 7'b0011001;
      4'h5: segment = 7'b0010010;
      4'h6: segment = 7'b0000010;
      4'h7: segment = 7'b1111000;
      4'h8: segment = 7'b0000000;
      4'h9: segment = 7'b0011000;
      4'hA: segment = 7'b0001000;
      4'hB: segment = 7'b0000011;
      4'hC: segment = 7'b1000110;
      4'hD: segment = 7'b0100001;
      4'hE: segment = 7'b0000110;
      4'hF: segment = 7'b0001110;
      default : segment = 7'b1111111;
    endcase
endmodule: HEXtoSevenSegment
module SevenSegmentDigit
  (input  logic [3:0] hex,
   output logic [6:0] segment,
   input  logic       blank);
  logic [6:0] decoded;
  HEXtoSevenSegment h2ss(.segment(decoded), .*);
  assign segment = (blank) ? 7'b1111111 : decoded;
endmodule: SevenSegmentDigit
module SevenSegmentControl
  (output logic [6:0] HEX7, HEX6, HEX5, HEX4, 
   output logic [6:0] HEX3, HEX2, HEX1, HEX0,
   input  logic [3:0] in7, in6, in5, in4,
   input  logic [3:0] in3, in2, in1, in0,
   input  logic [7:0] turn_on);
  SevenSegmentDigit ssd0(.hex(in0), .segment(HEX0), .blank(~turn_on[0]));
  SevenSegmentDigit ssd1(.hex(in1), .segment(HEX1), .blank(~turn_on[1]));
  SevenSegmentDigit ssd2(.hex(in2), .segment(HEX2), .blank(~turn_on[2]));
  SevenSegmentDigit ssd3(.hex(in3), .segment(HEX3), .blank(~turn_on[3]));
  SevenSegmentDigit ssd4(.hex(in4), .segment(HEX4), .blank(~turn_on[4]));
  SevenSegmentDigit ssd5(.hex(in5), .segment(HEX5), .blank(~turn_on[5]));
  SevenSegmentDigit ssd6(.hex(in6), .segment(HEX6), .blank(~turn_on[6]));
  SevenSegmentDigit ssd7(.hex(in7), .segment(HEX7), .blank(~turn_on[7]));
endmodule: SevenSegmentControl
==> flow/memory.hex <==
0C00
0000
3C00
2800
0100
0000
0000
0000
0000
0000
0000
0000
0000
0000
0000
0000
0000
0000
0000
0000
0000
0000
0000
0000
0000
0000
0000
0000
0000
0000
0000
0000
0000
0000
0000
0000
0000
0000
0000
0000
0000
0000
0000
0000
0000
0000
0000
0000
0000
0000
0000
0000
0000
0000
0000
0000
0000
0000
0000
0000
0000
0000
0000
0000
0000
0000
0000
0000
0000
0000
0000
0000
0000
0000
0000
0000
0000
0000
0000
0000
0000
0000
0000
0000
0000
0000
0000
0000
0000
0000
0000
0000
0000
0000
0000
0000
0000
0000
0000
0000
0000
0000
0000
0000
0000
0000
0000
0000
0000
0000
0000
0000
0000
0000
0000
0000
0000
0000
0000
0000
0000
0000
0000
0000
0000
0000
0000
0000
0000
0000
0000
0000
0000
0000
0000
0000
0000
0000
0000
0000
0000
0000
0000
0000
0000
0000
0000
0000
0000
0000
0000
0000
0000
0000
0000
0000
0000
0000
0000
0000
0000
0000
0000
0000
0000
0000
0000
0000
0000
0000
0000
0000
0000
0000
0000
0000
0000
0000
0000
0000
0000
0000
0000
0000
0000
0000
0000
0000
0000
0000
0000
0000
0000
0000
0000
0000
0000
0000
0000
0000
0000
0000
0000
0000
0000
0000
0000
0000
0000
0000
0000
0000
0000
0000
0000
0000
0000
0000
0000
0000
0000
0000
0000
0000
0000
0000
0000
0000
0000
0000
0000
0000
0000
0000
0000
0000
0000
0000
0000
0000
0000
0000
0000
0000
0000
0000
0000
0000
0000
0000
0000
0000
0000
0000
0000
0000
0C24
0004
3100
0105
3000
0C09
0000
4400
0000
2A00
0117
3A20
3100
0600
0E0F
1600
3A20
3100
0105
0E0F
3A19
2800
0119
0C1B
0000
3140
0000
0000
0000
0000
0000
0000
0000
0000
0000
0000
0000
0000
0000
0000
0000
0000
0000
0000
0000
0000
0000
0000
0000
0000
0000
0000
0000
0000
0000
0000
0000
0000
0000
0000
0000
0000
0000
0000
0000
0000
0000
0000
0000
0000
0000
0000
0000
0000
0000
0000
0000
0000
0000
0000
0000
0000
0000
0000
0000
0000
0000
0000
0000
0000
0000
0000
0000
0000
0000
0000
0000
0000
0000
0000
0000
0000
0000
0000
0000
0000
0000
0000
0000
0000
0000
0000
0000
0000
0000
0000
0000
0000
0000
0000
0000
0000
0000
0000
0000
0000
0000
0000
0000
0000
0000
0000
0000
0000
0000
0000
0000
0000
0000
0000
0000
0000
0000
0000
0000
0000
0000
0000
0000
0000
0000
0000
0000
0000
0000
0000
0000
0000
0000
0000
0000
0000
0000
0000
0000
0000
0000
0000
0000
0000
0000
0000
0000
0000
0000
0000
0000
0000
0000
0000
0000
0000
0000
0000
0000
0000
0000
0000
0000
0000
0000
0000
0000
0000
0000
0000
0000
0000
0000
0000
0000
0000
0000
0000
0000
0000
0000
0000
0000
0000
0000
0000
0000
0000
0000
0000
0000
0000
0000
0000
0000
0000
0000
0000
0000
0000
0000
0000
0000
0000
0000
0000
0000
0000
0000
0000
0000
0000
0000
0000
0000
0000
0000
0000
0000
0000
0000
0000
0000
0000
0000
0000
0000
0000
0000
0000
0000
0000
0000
0000
0000
0000
0000
0000
0000
0000
0000
0000
0000
0000
0000
0000
0000
0000
0000
0000
0000
0000
0000
0000
0000
0000
0000
0000
0000
0000
0000
0000
0000
0000
0000
0000
0000
0000
0000
0000
0000
0000
0000
0000
0000
0000
0000
0000
0000
0000
0000
0000
0000
0000
0000
0000
0000
0000
0000
0000
0000
0000
0000
0000
0000
0000
0000
0000
0000
0000
0000
0000
0000
0000
0000
0000
0000
0000
0000
0000
0000
0000
0000
0000
0000
0000
0000
0000
0000
0000
0000
0000
0000
0000
0000
0000
0000
0000
0000
0000
0000
0000
0000
0000
0000
0000
0000
0000
0000
0000
0000
0000
0000
0000
0000
0000
0000
0000
0000
0000
0000
0000
0000
0000
0000
0000
0000
0000
0000
0000
0000
0000
0000
0000
0000
0000
0000
0000
0000
0000
0000
0000
0000
0000
0000
0000
0000
0000
0000
0000
0000
0000
0000
0000
0000
0000
0000
0000
0000
0000
0000
0000
0000
0000
0000
0000
0000
0000
0000
0000
0000
0000
0000
0000
0000
0000
0000
0000
0000
0000
0000
0000
0000
0000
0000
0000
0000
0000
0000
0000
0000
0000
0000
0000
0000
0000
0000
0000
0000
0000
0000
0000
0000
0000
0000
0000
0000
0000
0000
0000
0000
0000
0000
0000
0000
0000
0000
0000
0000
0000
0000
0000
0000
0000
0000
0000
0000
0000
0000
0000
0000
0000
0000
0000
0000
0000
0000
0000
0000
0000
0000
0000
0000
0000
0000
0000
0000
0000
0000
0000
0000
0000
0000
0000
0000
0000
0000
0000
0000
0000
0000
0000
0000
0000
0000
0000
0000
0000
0000
0000
0000
0000
0000
0000
0000
0000
0000
0000
0000
0000
0000
0000
0000
0000
0000
0000
0000
0000
0000
0000
0000
0000
0000
0000
0000
0000
0000
0000
0000
0000
0000
0000
0000
0000
0000
0000
0000
0000
0000
0000
0000
0000
0000
0000
0000
0000
0000
0000
0000
0000
0000
0000
0000
0000
0000
0000
0000
0000
0000
0000
0000
0000
0000
0000
0000
0000
0000
0000
0000
0000
0000
0000
0000
0000
0000
0000
0000
0000
0000
0000
0000
0000
0000
0000
0000
0000
0000
0000
0000
0000
0000
0000
0000
0000
0000
0000
0000
0000
0000
0000
0000
0000
0000
0000
0000
0000
0000
0000
0000
0000
0000
0000
0000
0000
0000
0000
0000
0000
0000
0000
0000
0000
0000
0000
0000
0000
0000
0000
0000
0000
0000
0000
0000
0000
0000
0000
0000
0000
0000
0000
0000
0000
0000
0000
0000
0000
0000
0000
0000
0000
0000
0000
0000
0000
0000
0000
0000
0000
0000
0000
0000
0000
0000
0000
0000
0000
0000
0000
0000
0000
0000
0000
0000
0000
0000
0000
0000
0000
0000
0000
0000
0000
0000
0000
0000
0000
0000
0000
0000
0000
0000
0000
0000
0000
0000
0000
0000
0000
0000
0000
0000
0000
0000
0000
0000
0000
0000
0000
0000
0000
0000
0000
0000
0000
0000
0000
0000
0000
0000
0000
0000
0000
0000
0000
0000
0000
0000
0000
0000
0000
0000
0000
0000
0000
0000
0000
0000
0000
0000
0000
0000
0000
0000
0000
0000
0000
0000
0000
0000
0000
0000
0000
0000
0000
0000
0000
0000
0000
0000
0000
0000
0000
0000
0000
0000
0000
0000
0000
0000
0000
0000
0000
0000
0000
0000
0000
0000
0000
0000
0000
0000
0000
0000
0000
0000
0000
0000
0000
0000
0000
0000
0000
0000
0000
0000
0000
0000
0000
0000
0000
0000
0000
0000
0000
0000
0000
0000
0000
0000
0000
0000
0000
0000
0000
0000
0000
0000
0000
0000
0000
0000
0000
0000
0000
0000
0000
0000
0000
0000
0000
0000
0000
0000
0000
0000
0000
0000
0000
0000
0000
0000
0000
0000
0000
0000
0000
0000
0000
0000
0000
0000
0000
0000
0000
0000
0000
0000
0000
0000
0000
0000
0000
0000
0000
0000
0000
0000
0000
0000
0000
0000
0000
0000
0000
0000
0000
0000
0000
0000
0000
0000
0000
0000
0000
0000
0000
0000
0000
0000
0000
0000
0000
0000
0000
0000
0000
0000
0000
0000
0000
0000
0000
0000
0000
0000
0000
0000
0000
0000
0000
0000
0000
0000
0000
0000
0000
0000
0000
0000
0000
0000
0000
0000
0000
0000
0000
0000
0000
0000
0000
0000
0000
0000
0000
0000
0000
0000
0000
0000
0000
0000
0000
0000
0000
0000
0000
0000
0000
0000
0000
0000
0000
0000
0000
0000
0000
0000
0000
0000
0000
0000
0000
0000
0000
0000
0000
0000
0000
0000
0000
0000
0000
0000
0000
0000
0000
0000
0000
0000
0000
0000
0000
0000
0000
0000
0000
0000
0000
0000
0000
0000
0000
0000
0000
0000
0000
0000
0000
0000
0000
0000
0000
0000
0000
0000
0000
0000
0000
0000
0000
0000
0000
0000
0000
0000
0000
0000
0000
0000
0000
0000
0000
0000
0000
0000
0000
0000
0000
0000
0000
0000
0000
0000
0000
0000
0000
0000
0000
0000
0000
0000
0000
0000
0000
0000
0000
0000
0000
0000
0000
0000
0000
0000
0000
0000
0000
0000
0000
0000
0000
0000
0000
0000
0000
0000
0000
0000
0000
0000
0000
0000
0000
0000
0000
0000
0000
0000
0000
0000
0000
0000
0000
0000
0000
0000
0000
0000
0000
0000
0000
0000
0000
0000
0000
0000
0000
0000
0000
0000
0000
0000
0000
0000
0000
0000
0000
0000
0000
0000
0000
0000
0000
0000
0000
0000
0000
0000
0000
0000
0000
0000
0000
0000
0000
0000
0000
0000
0000
0000
0000
0000
0000
0000
0000
0000
0000
0000
0000
0000
0000
0000
0000
0000
0000
0000
0000
0000
0000
0000
0000
0000
0000
0000
0000
0000
0000
0000
0000
0000
0000
0000
0000
0000
0000
0000
0000
0000
0000
0000
0000
0000
0000
0000
0000
0000
0000
0000
0000
0000
0000
0000
0000
0000
0000
0000
0000
0000
0000
0000
0000
0000
0000
0000
0000
0000
0000
0000
0000
0000
0000
0000
0000
0000
0000
0000
0000
0000
0000
0000
0000
0000
0000
0000
0000
0000
0000
0000
0000
0000
0000
0000
0000
0000
0000
0000
0000
0000
0000
0000
0000
0000
0000
0000
0000
0000
0000
0000
0000
0000
0000
0000
0000
0000
0000
0000
0000
0000
0000
0000
0000
0000
0000
0000
0000
4400
0000
2A00
060D
1600
3A20
3100
0600
1400
0E38
3A1F
2800
060F
0C1B
0000
3140
==> flow/run.sh <==
#!/bin/bash
# OpenROAD 26Q1-2900-gdf79404cd8, Yosys 0.63+post, stock flow scripts
make -C /OpenROAD-flow-scripts/flow DESIGN_CONFIG=/design/flow/config.mk WORK_HOME=/design/flow/orfs finish
==> flow/config.mk <==
export PLATFORM = sky130hd
export DESIGN_NAME = mux32to1
export DESIGN_NICKNAME = mux32to1
export VERILOG_FILES = /design/flow/design.v
export SDC_FILE = /design/flow/constraint.sdc
export NUM_CORES = 4
export LEC_CHECK = 1
export CORE_AREA = 10 10 210 210
export DIE_AREA = 0 0 220 220
==> flow/constraint.sdc <==
current_design mux32to1

set clk_period 12.2
set clk_io_pct 0.2

create_clock -name clk0 -period $clk_period

set non_clock_inputs [all_inputs -no_clocks]
set_input_delay [expr $clk_period * $clk_io_pct] -clock clk0 $non_clock_inputs
set_output_delay [expr $clk_period * $clk_io_pct] -clock clk0 [all_outputs]
==> Changelog: implementation <==
### Physical design

* Status: finished, final reports clean
* RSZ-0062 raised after global routing: no
* Via count at 8083
* Pin count of the biggest net entering global routing at 46
* GRT Max-Usage Layer: met2
* Actual slew at the worst max-slew pin at 0.8738 ns
* Routed Antenna Nets at 0
* Post-DR wirelength/cell at 29.92 µm
* Tool warnings at 32
* Critical path class: input port to output port
* Register area at 0 µm²
* Worst VDD drop at 0.00001720 V
* Layout area overhead at 127.6%
* Share of cells above drive strength 1 at 7.726%
* Via density at between 4 and 5
* Fmax at 0.1152 GHz
* Row Count at 73
* # resized after CTS at 0
* Syn Area/Cell at 6.862 µm²
* Flops at 0
* Worst path required time at 9.76 ns
* Slew headroom at between 40% and 50%
* Tcrit/Tclk final at 71.17%
* Half-perimeter wire length after placement at 41.59 mm
* Remaining DRCs at 0
* GR Overflow Total at 0
* Final hold viol count at 0
* Floorplan utilization at 11.37%
* Pwr dens at 33.49 nW/µm²
* CP arrival at 6.24 ns
* Chip area at 48400 µm²
* Final wirelength at between 40 and 50 mm
* GPL Wtd Cong at 0.9143
* # setup viols final at 0
* Maxcap violations at 0
* Yosys Instances at 657
* Initial antenna violation count at 10
* Register share after synthesis at 0%
* Post-Syn Instances at 657
* Met2 GRT Util at between 30% and 40%
* Synthesis area per yosys at 4508 µm²
* Post-synthesis cell type count at 57
* Final core utilization at 25.89%
* Slew Limit Fails at 0
* Postcts setup bufs at 0
* Period minus WS final at about 8.7 ns
* Worst-path fanout max at 41
* Drt pass-1 iters at 7
* Core area at ~40000 µm²
* Ports at 533
* Die W at 220 µm
* Hold path cells at 4
* HP Class: input port to output port
* Leak at roughly 3.8 nW
* CTS Hold Bufs at 0
* M3 GR Usage at 6.844%
* Vias in the first global route at about 8600
* Met1 usage at between 20% and 30%
* Design Power at roughly 0.34 mW
* Mapped Area at 4508 µm²
* Port-buffer cells at 533
* GRT Overall Usage at 19.38%
* CLK BUF at 0
* Synthesis warning total at 4
* Starting DRT DRC Count at 527
* Worst setup EP type: output port
* Filler cell count at 4340
* Crit path launch type: input port
* Die Span Y at 220 µm
* First-pass GRT wire length at ~66 mm
* Setup TNS at 0 ns
logic make-up (layout without fill, tap and decap cells):
group,after synthesis,after routing,share of synthesized area [%]
AND/OR/NAND/NOR,329,329,41.80
AND-OR/OR-AND,160,160,28.59
buffers and inverters,91,560,10.57
multiplexers,77,77,19.04
other,0,3,0
layout make-up:
class	count	area (µm²)	area share, %
Timing Repair Buffer	558	5498	53.58
Antenna cell	3	7.507	0.07316
Multi-Input combinational cell	566	4091	39.87
Tap cell	525	656.9	6.402
Inverter	2	7.507	0.07316
stage by stage:
| step | hold WS (ns) | cells | setup WS [ns] | cell area, µm² |
|---|---|---|---|---|
| 2_1_floorplan | 4.971 | 657 | 5.863 | 4508 |
| 3_3_place_gp | 5.871 | 1651 | 3.547 | 10250 |
| 3_5_place_dp | 5.862 | 1651 | 3.517 | 10250 |
| 4_1_cts | 5.862 | 1651 | 3.521 | 10250 |
| 5_1_grt | 5.870 | 1653 | 3.400 | 10260 |
| 6_report | 5.858 | 1654 | 3.517 | 10260 |
critical path: stages:
cell             delay (ns)
buf_2                  0.34
buf_4                  0.50
nor2_4                 0.15
buf_4                  0.31
nand2_2                0.70
nand4_1                0.40
or4_1                  0.56
o22a_1                 0.25
clkdlybuf4s50_1        0.47
placed cells by master, fill, tap and decap left out, types with 14 or more instances in the layout:
| cell type | instances |
|---|---|
| clkdlybuf4s50_1 | 528 |
| o22a_1 | 14 |
| nand3_1 | 143 |
| a2bb2oi_1 | 24 |
| a22oi_1 | 40 |
| nand2_1 | 15 |
| nand4_1 | 52 |
| o22ai_1 | 15 |
| a2111oi_0 | 14 |
| and3_1 | 46 |
| buf_4 | 25 |
| mux2_2 | 31 |
| mux2i_1 | 34 |
Yosys cell counts (3+ instances only):
cell	count	area, µm²
a2111oi_0	14	122.6
a21boi_0	3	22.52
a21oi_1	3	15.01
a222oi_1	11	110.1
a22oi_1	40	300.3
a2bb2oi_1	24	210.2
a31oi_1	9	56.30
a32oi_1	9	78.83
and2_1	6	37.54
and3_1	46	287.8
and3b_1	4	35.03
buf_2	39	195.2
buf_4	3	22.52
buf_6	10	112.6
clkbuf_1	36	135.1
mux2_1	3	33.78
mux2_2	31	349.1
mux2_4	9	135.1
mux2i_1	34	340.3
nand2_1	16	60.06
nand3_1	143	715.7
nand3b_1	4	30.03
nand4_1	52	325.3
nor2_1	13	48.80
nor2b_1	4	25.02
nor3_1	5	25.02
nor4_1	3	18.77
nor4bb_1	4	40.04
o211ai_1	3	22.52
o22a_1	14	122.6
o22ai_1	15	93.84
or4_1	13	97.59
power breakdown:
group          switching (mW)  internal [mW]
Combinational           0.130          0.213
Sequential                  0              0
Clock                       0   0.0000000330
worst paths after layout:
kind | startpoint | end | slack [ns]
worst max-delay path | sel[2] | out[12] | 3.52
worst min-delay path | bundle[11] | out[11] | 5.86
metal layers:
layer,wire length (µm),up-vias,part of all wire (%)
li1,-,3637,-
met1,19900,3813,40
met2,23220,555,47
met3,5360,66,11
met4,939,12,1.9
met5,73,-,0.15
Power figures rest on the tool's default switching activity, not on a simulated workload.
